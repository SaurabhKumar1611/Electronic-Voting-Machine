==> flow/design.v <==
`timescale 1ns / 1ps
module result(c0,s1,s2,res1,res2,res3,res4,out,candidate);
input c0,s1,s2;
input [3:0] res1,res2,res3,res4;
output reg [6:0] out;
output reg [6:0]candidate;
reg [4:0] res_count=0;
always@(posedge c0)
begin
    if(s1 == 0 && s2 == 1)
    begin
        res_count = res_count + 1;
    end
    else
    begin
        res_count = 0;
    end
    if( res_count >= 15)
    begin
        res_count = 0;        
    end
end
always@(res_count,res1,res2,res3,res4)
begin
    if(res_count == 0)
    begin
        out = 7'b0000001;
        candidate = 7'b0000001;
    end
    if(res_count < 4 && res_count > 0)
    begin
        candidate = 7'b0001000;
        case(res1)
            0: out = 7'b0000001;
            1: out = 7'b1001111;
            2: out = 7'b0010010;
            3: out = 7'b0000110;
            4: out = 7'b1001100;
            5: out = 7'b0100100;
            6: out = 7'b0100000;
            7: out = 7'b0000110;
            8: out = 7'b0000000;
            9: out = 7'b0000100;
            default : out = 7'b0000001; 
        endcase
    end
    else if(res_count < 8 && res_count > 0)
    begin
        candidate = 7'b1100000;
        case(res2)
            0: out = 7'b0000001;
            1: out = 7'b1001111;
            2: out = 7'b0010010;
            3: out = 7'b0000110;
            4: out = 7'b1001100;
            5: out = 7'b0100100;
            6: out = 7'b0100000;
            7: out = 7'b0000110;
            8: out = 7'b0000000;
            9: out = 7'b0000100;
            default : out = 7'b0000001; 
        endcase
    end
    else if(res_count < 11 && res_count > 0)
    begin
        candidate = 7'b0110001;
        case(res3)
            0: out = 7'b0000001;
            1: out = 7'b1001111;
            2: out = 7'b0010010;
            3: out = 7'b0000110;
            4: out = 7'b1001100;
            5: out = 7'b0100100;
            6: out = 7'b0100000;
            7: out = 7'b0000110;
            8: out = 7'b0000000;
            9: out = 7'b0000100;
            default : out = 7'b0000001; 
        endcase
    end
    else if(res_count < 16 && res_count > 0)
    begin
        candidate = 7'b1000010;
        case(res4)
            0: out = 7'b0000001;
            1: out = 7'b1001111;
            2: out = 7'b0010010;
            3: out = 7'b0000110;
            4: out = 7'b1001100;
            5: out = 7'b0100100;
            6: out = 7'b0100000;
            7: out = 7'b0000110;
            8: out = 7'b0000000;
            9: out = 7'b0000100;
            default : out = 7'b0000001; 
        endcase
    end
end
endmodule
`timescale 1ns / 1ps
module vote(b1,b2,b3,b4,s1,s2,clk,l1,l2,l3,l4,rgb,c0,show,candidate);
input b1,b2,b3,b4,s1,s2,clk;
output reg l1,l2,l3,l4;
output c0;
output reg [2:0]rgb;
output [6:0]show;
output [6:0]candidate;
reg [27:0] count = 0;
assign c0 = count[25];
reg [3:0] res1,res2,res3,res4;
reg [3:0]time_count;
result r1(c0,s1,s2,res1,res2,res3,res4,show,candidate);
initial
begin
    time_count = 4'b0000;
    res1 = 4'b0000;
    res2 = 4'b0000;
    res3 = 4'b0000;
    res4 = 4'b0000;
    rgb = 3'b010;
end
always @(posedge clk)
begin
    count <= count +1 ;
end
always @(posedge c0)
begin
    if(s1 == 0 && s2 == 1)
    begin
        rgb = 3'b100;
    end
    if(s1 == 1 && s2 == 1)
    begin
        time_count = 4'b0000;
        res1 = 4'b0000;
        res2 = 4'b0000;
        res3 = 4'b0000;
        res4 = 4'b0000;
        rgb = 3'b010;
        l1 = 0;l2=0;l3=0;l4=0;
    end
    if(s1 == 0 && s2 == 0)
    begin
        if(time_count < 12 && rgb == 3'b010)
        begin
            if(b1)
            begin
                res1 = res1 + 1;
                l1 = 1;l2 = 0;l3 = 0;l4 = 0;
                rgb = 3'b100;
            end
            else if(b2)
            begin
                res2 = res2 + 1;
                l1 = 0;l2 = 1;l3 = 0;l4 = 0;
                rgb = 3'b100;
            end
            else if(b3)
            begin
                res3 = res3 + 1;
                l1 = 0;l2 = 0;l3 = 1;l4 = 0;
                rgb = 3'b100;
            end
            else if(b4)
            begin
                res4 = res4 + 1;
                l1 = 0;l2 = 0;l3 = 0;l4 = 1;
                rgb = 3'b100;
            end
        end
        else if(time_count >= 12)
        begin
            rgb = 3'b001;
        end
    end
    if(time_count < 12 && rgb == 3'b010 && s1 == 0 && s2 == 0)
        time_count = time_count + 1;
    if(rgb == 3'b001 || rgb == 3'b100)
    begin
        if(s1 == 1 && s2 == 0)
        begin
            rgb = 3'b010;
            time_count = 0;
            l1 = 0;l2=0;l3=0;l4=0;
        end
    end
end
endmodule
==> flow/run.sh <==
#!/bin/bash
# OpenROAD 26Q1-2900-gdf79404cd8, Yosys 0.63+post, stock flow scripts
make -C /OpenROAD-flow-scripts/flow DESIGN_CONFIG=/design/flow/config.mk WORK_HOME=/design/flow/orfs finish
==> flow/config.mk <==
export PLATFORM = sky130hd
export DESIGN_NAME = vote
export DESIGN_NICKNAME = vote
export VERILOG_FILES = /design/flow/design.v
export SDC_FILE = /design/flow/constraint.sdc
export NUM_CORES = 4
export LEC_CHECK = 1
export CORE_UTILIZATION = 30
==> flow/constraint.sdc <==
current_design vote

set clk_period 3.6
set clk_io_pct 0.2

create_clock -name clk0 -period $clk_period [get_ports {clk}]

set non_clock_inputs [all_inputs -no_clocks]
set_input_delay [expr $clk_period * $clk_io_pct] -clock clk0 $non_clock_inputs
set_output_delay [expr $clk_period * $clk_io_pct] -clock clk0 [all_outputs]
==> impl_metrics.ini <==
; yosys + openroad results
[worst_setup_path]
critical_path.top_delay_family = buffers and inverters
endpoint_kind = output port
worstPathMaxFanout = 2
crit_path_top_delay_cell = clkdlybuf4s50_1
required_ns = 2.88
critPathArrivalTime_ns = 1.04
startpoint_type = flip-flop
path_class = flip-flop to output port
worst-path-buf-inv = 1
max_stage_delay_ns = 0.46
crit_chain = clkdlybuf4s50_1

[yosys]
top_area_share_pct = 33.01
area_leaders = dfxtp_1, ha_1, xnor2_1
synth_cell_types = 57
async_reset_ff_share_pct = 0
numSynthFlops = 70
syn_area_per_cell_sq_um = 8.927
largest_area_cell = dfxtp_1
synth-warning-count = 2
synthFlopType = dfxtp_1
synth_area_sq_um = 3517
synthCells = 394
yosys_cells = 394
synth-edff-count = 0
ys_area_sq_um = 3517

[global_route]
first_global_vias = 2434
antenna_found_initial = 0
track_usage_pct = 11.57
grt_pass1_wl_um = 11300
overflow = 0
grt_max_degree = 34

[routing]
final_antenna_net_count = 0
wl_per_cell_um = 11.45
route.detailed.drc = 0
vias = 2620
drt_iter0_drc = 140
wl_um = 6321
num_antenna_cells = 0
firstDrtPassIters = 4
avgViaCountPerCell = 4.746

[floorplan]
fp-utilization_pct = 30.80
die_w_um = 110.3
core_area_sq_um = 11420
top_level_ports = 29
die_area_sq_um = 12160
die_h_um = 110.3
num_rows = 39

[sta]
setup_viol_count_final = 0
period_minus_slack_ns = 1.756
untimed_endpoints = 63
post-route-period-util_pct = 48.78
hold_viol = 0
fin_setup_tns_ns = 0
slew_viol_final = 0
tightest_slew_ns = 0.8058
rsz0062_at_grt = no
fmax_mhz = 569.5
clock_skew_ns = 0.001726
max_slew_margin_pct = 45.78
unclocked_regs = 44

[layout]
utilization_pct = 35.09
syn_to_final_growth_pct = 13.91
drive_above_1_share_pct = 4.890

[job]
openroad.warnings = 43
drv_cap = 0

[min_path]
min_path_type = flip-flop to flip-flop

[place]
gp_congestion = 0.7876
dpl.hpwl_um = 4958
io_buffers = 27

[cts]
clockRootBuffer = clkbuf_16
cts_hold_buf = 0
insertion_delay_ns = 0.25
post_cts_buffers = 0
cts_buffer_depth = 2
cts_buffers = 3
cts_resized = 0
cts_max_level = 1
cts_tree = yes
path_clk_slew_ns = 0.06

[outcome]
status = finished, final reports clean

[power]
p_leak_nw = 1.557
power_density_nw_per_um2 = 158.9
ir_drop_mv = 0.1686
-- cells in the final DEF (no fill, tap or decap), types with 8 or more instances in the layout --
| master | instances |
|---|---|
| nor3_1 | 14 |
| ha_1 | 29 |
| xnor2_1 | 23 |
| nand3_1 | 18 |
| nor2_1 | 36 |
| and3_1 | 8 |
| nand4_1 | 12 |
| dfxtp_1 | 58 |
| dlxtn_1 | 12 |
| nand2_1 | 27 |
| a21oi_1 | 18 |
| xor2_1 | 18 |
| inv_1 | 19 |
| nand2b_1 | 9 |
| clkdlybuf4s50_1 | 27 |
-- power breakdown --
group	switching (mW)	internal (mW)
Sequential	0	0.288
Clock	0.0929	0.221
Combinational	0.0226	0.0121
Total	0.116	0.521
-- metrics by stage --
step / instances / setup slack, ns / hold WS (ns) / instance area, sq um / power [mW]
finish: 552 / 1.844 / 0.4155 / 4006 / 0.6364
global route: 552 / 1.747 / 0.4380 / 4006 / 0.6621
CTS: 552 / 1.829 / 0.4163 / 4006 / 0.6439
detailed placement: 548 / 1.910 / 0.4015 / 3901 / 0.3296
global placement: 548 / 1.936 / 0.3924 / 3901 / 0.3296
floorplan: 395 / 2.077 / 0.3829 / 3521 / 0.3150
-- cells in the mapped netlist, drive strengths merged, types with 4 or more instances --
master / count
dfxtp: 58
nor2: 37
ha: 29
nand2: 28
xnor2: 23
nand3: 20
inv: 19
a21oi: 18
xor2: 18
clkbuf: 15
nor3: 14
dlxtn: 12
nand4: 12
nand2b: 9
and3: 8
o21ai: 6
mux2: 4
mux2i: 4
nor4: 4
or3: 4
-- state kept, by name, summed over array words and instances (netlist names) --
signal and cells:
res2 4, l2 1, time_count 4, res4 4
res1 4, l3 1, l4 1, res3 4
count 26, r1.candidate 6, l1 1, r1.out 6
rgb 3, r1.res_count 5
-- layer usage --
metal  track usage, %  wire length, um  vias up
met5                0                0        -
met4           0.6579               40        0
met3            1.558              210        4
met2            17.83             2667       41
met1            18.24             3403     1179
li1                 -                -     1396
-- worst paths after layout --
| path | from | to | slack, ns | depth (start not counted) |
|---|---|---|---|---|
| worst max-delay path | count[25] | c0 | 1.84 | 1 |
| worst min-delay path | count[0] | count[0] | 0.42 | 1 |
| worst max register to register | count[8] | count[25] | 1.91 | 4 |
| worst min register to register | count[0] | count[0] | 0.42 | 1 |
-- cell type report --
type | count | area [sq um]
Tap cell | 143 | 178.9
Clock inverter | 1 | 30.03
Timing Repair Buffer | 28 | 277.8
Inverter | 19 | 71.32
Multi-Input combinational cell | 288 | 2032
Clock buffer | 3 | 75.07
Sequential cell | 70 | 1341
Fill cell | 1160 | 7412
-- kinds of logic after synthesis --
family,synth area share (%)
and+or+nand+nor,24.69
DFF,33.01
AOI/OAI and AO/OA,9.819
xor gates and xnor gates,10.21
buffers and inverters,4.197
adders and majority gates,10.32
latches,5.123
muxes,2.526
other,0.1066
No activity file was given, so power comes from the tool's default toggle rates.
